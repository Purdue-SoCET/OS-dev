==> design/flow/design.v <==
module vga_ahb (
    input logic ahb_clk,
    input logic n_rst,
    input logic clk_50,  
    output logic [19:0] sram_addr,
    inout wire [15:0] sram_dq,
    output logic sram_ce_n,
    output logic sram_oe_n,
    output logic sram_we_n,
    output logic sram_ub_n,
    output logic sram_lb_n,
    output logic vga_clk,  
    output logic [7:0] vga_r,
    output logic [7:0] vga_g,
    output logic [7:0] vga_b,
    output logic vga_sync_n,
    output logic vga_blank_n,
    output logic vga_hs,
    output logic vga_vs,
    bus_protocol_if.peripheral_vital busif
);
localparam VGA_WIDTH     = 640;
localparam VGA_HEIGHT    = 480;
logic clk_25;
logic next_vga_hs;
logic next_vga_vs;
logic next_vga_blank_n;
logic next_vga_sync_n;
logic [9:0] next_vga_x, next_vga_y;
logic [9:0] vga_x, vga_y;
logic [15:0] sram_wdat;
logic [15:0] next_sram_wdat;
logic [19:0] next_sram_addr;
logic next_sram_ce_n;
logic next_sram_oe_n;
logic next_sram_we_n;
logic next_sram_ub_n;
logic next_sram_lb_n;
vga_controller VGA_CNT (
    .clk_25(vga_clk),
    .n_rst(n_rst),
    .hsync(next_vga_hs),
    .vsync(next_vga_vs),
    .video_on(next_vga_blank_n),
    .synch(next_vga_sync_n),
    .x_coordinate(next_vga_x),
    .y_coordinate(next_vga_y)
);
always_ff @(posedge vga_clk) begin
    if(!n_rst) begin
        vga_hs <= 1'b0;
        vga_vs <= 1'b0;
        vga_blank_n <= 1'b0;
        vga_sync_n <= 1'b0;
        vga_x <= '0;
        vga_y <= '0;
    end else begin
        vga_hs <= next_vga_hs;
        vga_vs <= next_vga_vs;
        vga_blank_n <= next_vga_blank_n;
        vga_sync_n <= next_vga_sync_n;
        vga_x <= next_vga_x;
        vga_y <= next_vga_y;
    end
end
assign vga_clk = clk_25;
always_ff @(posedge clk_50, negedge n_rst) begin
    if (!n_rst) clk_25 <= 1'b0;
    else clk_25 <= ~clk_25;
end
always_comb begin
    busif.request_stall = 1'b0;
    busif.error = 1'b0;
    busif.rdata = '0;
end
logic [19:0] raddr;
assign sram_dq = (!sram_we_n) ? sram_wdat : 16'bz;
assign raddr = (vga_y * VGA_WIDTH) + vga_x;
always_comb begin
    next_sram_wdat = '0;
    next_sram_addr = raddr;
    next_sram_ce_n = 1'b0;
    next_sram_oe_n = 1'b0;
    next_sram_we_n = 1'b1;
    next_sram_ub_n = 1'b0;
    next_sram_lb_n = 1'b0;
    if(busif.wen) begin
        next_sram_wdat = busif.wdata;
        next_sram_addr = busif.addr >> 2;
        next_sram_ce_n = 1'b0;
        next_sram_oe_n = 1'b1;
        next_sram_we_n = 1'b0;
        next_sram_ub_n = 1'b0;
        next_sram_lb_n = 1'b0;
    end
end
always_ff @(posedge ahb_clk, negedge n_rst) begin
    if(!n_rst) begin
        sram_addr <= '0;
        sram_ce_n <= 1'b1;
        sram_oe_n <= 1'b1;
        sram_we_n <= 1'b1;
        sram_ub_n <= 1'b1;
        sram_lb_n <= 1'b1;
        sram_wdat <= '0;
    end else begin
        sram_addr <= next_sram_addr;
        sram_ce_n <= next_sram_ce_n;
        sram_oe_n <= next_sram_oe_n;
        sram_we_n <= next_sram_we_n;
        sram_ub_n <= next_sram_ub_n;
        sram_lb_n <= next_sram_lb_n;
        sram_wdat <= next_sram_wdat;
    end
end
always_comb begin
    vga_r = 8'b0;
    vga_g = 8'b0;
    vga_b = 8'b0;
    if(!sram_oe_n) begin
        vga_r = {sram_dq[15:11], 3'b0};
        vga_g = {sram_dq[10:5], 2'b0};
        vga_b = {sram_dq[4:0], 3'b0};
    end
end
endmodule
module vga_controller #(
    parameter HVID = 640,      
    parameter HFP = 16,       
    parameter HS = 96,       
    parameter HBP = 48,       
    parameter VVID = 480,      
    parameter VFP = 10,       
    parameter VS = 2,        
    parameter VBP = 29        
) (
    input logic clk_25,
    input logic n_rst,
    output logic hsync,
    output logic vsync,
    output logic video_on,  
    output logic synch,
    output logic [9:0] x_coordinate,
    output logic [9:0] y_coordinate
);
localparam HC_MAX = HVID + HFP+HS+HBP;    
localparam VC_MAX = VVID + VFP+VS+VBP;    
localparam HSYNC_BEGIN = HVID + HFP;      
localparam HSYNC_END = HSYNC_BEGIN+HS;    
localparam VSYNC_BEGIN = VVID+VFP;
localparam VSYNC_END = VSYNC_BEGIN+VS;
logic next_hsync;
logic next_vsync;
logic [9:0] pixel_x;
logic [9:0] pixel_y;
logic [9:0] next_pixel_x;
logic [9:0] next_pixel_y;
logic next_video_on;
always_ff @(posedge clk_25, negedge n_rst) begin
    if(!n_rst) begin
        pixel_x <= '0;
        pixel_y <= '0;
        video_on <= 0;
        vsync <= 0;
        hsync <= 0;
    end
    else begin
        pixel_x <= next_pixel_x;
        pixel_y <= next_pixel_y;
        video_on <= next_video_on;
        vsync <= next_vsync;
        hsync <= next_hsync;
    end
end
always_comb begin
    synch = 1'b1;
    if(pixel_x >= HC_MAX - 1) next_pixel_x = 0;
    else next_pixel_x = pixel_x + 1;
    if (!next_pixel_x) next_pixel_y = (pixel_y >= VC_MAX-1) ? 0 : pixel_y + 1;
    else next_pixel_y = pixel_y;
    next_video_on = (next_pixel_x < HVID && next_pixel_y < VVID) ? 1 : 0;
    next_hsync = (next_pixel_x >= HSYNC_BEGIN && next_pixel_x < HSYNC_END) ? 1 : 0;
    next_vsync = (next_pixel_y >= VSYNC_BEGIN && next_pixel_y < VSYNC_END) ? 1 : 0;
end
assign x_coordinate = pixel_x;
assign y_coordinate = pixel_y;
endmodule
==> design/flow/run.sh <==
#!/bin/bash
# OpenROAD 26Q1-2900-gdf79404cd8, Yosys 0.63+post, stock flow scripts
make -C /OpenROAD-flow-scripts/flow DESIGN_CONFIG=/design/flow/config.mk WORK_HOME=/design/flow/orfs finish
==> design/flow/config.mk <==
export PLATFORM = sky130hd
export DESIGN_NAME = vga_ahb
export DESIGN_NICKNAME = vga_ahb
export VERILOG_FILES = /design/flow/design.v
export SDC_FILE = /design/flow/constraint.sdc
export NUM_CORES = 4
export LEC_CHECK = 1
export CORE_UTILIZATION = 40
==> design/flow/constraint.sdc <==
current_design vga_ahb

set clk_period 2.3
set clk_io_pct 0.2

create_clock -name clk0 -period $clk_period [get_ports {ahb_clk}]
create_clock -name clk1 -period $clk_period [get_ports {clk_50}]

set non_clock_inputs [all_inputs -no_clocks]
set_input_delay [expr $clk_period * $clk_io_pct] -clock clk0 $non_clock_inputs
set_output_delay [expr $clk_period * $clk_io_pct] -clock clk0 [all_outputs]
==> impl_metrics.py <==
# Flow results
metrics = {
    "power": {
        "power.density_mw_per_mm2": 167,
        "max-vdd-ir-drop_mv": 0.142,
        "total_leakage_power_nw": 1.77,
        "p_total_uw": 639,
    },
    "floorplan": {
        "die_y_um": 96.9,
        "core_mm2": 0.00872,
        "io_pins": 73,
        "chipArea_mm2": 0.00940,
        "fp_util_pct": 41.3,
        "placementRows": 34,
        "die_w_um": 96.9,
    },
    "final_timing": {
        "setup_viol": 0,
        "layout_setup_ws_ns": 0.611,
        "worst_pin_slew_ns": 0.728,
        "holdWs_ns": 0.266,
        "untimed_endpoints": 71,
        "rsz0062_at_grt": "false",
        "setup_tns_ns": 0,
        "hold_viol": 0,
        "unclocked_regs": 47,
        "drv_slew": 0,
        "finClkSkew_ns": 0,
        "relSlewSlack_pct": 51.4,
    },
    "worst_setup_path": {
        "crit_path_cell_trace": "clkdlybuf4s50_1",
        "slowest_delay_ns": 0.53,
        "crit_end": "sram_lb_n",
        "worst_path_max_delay_cell": "dfstp_2",
        "crit_required_ns": 1.84,
        "path_max_fanout": 3,
        "crit_family": "flip-flops",
        "end_kind": "output pin",
        "critPathArrivalTime_ns": 1.23,
        "worst_r2r_path_depth": 2,
        "r2r_end": "clk_25$_DFF_PN0_",
        "reg2reg_from": "clk_25$_DFF_PN0_",
        "regToRegSetupSlack_ns": 1.39,
        "cp-start-kind": "flop",
        "cp_num_cells": 1,
        "worstSetupPathType": "reg -> out",
        "cp.buffers_inverters": 1,
        "cp-startpoint": "sram_lb_n$_DFF_PN1_",
    },
    "global_route": {
        "met1_usage_pct": 17.8,
        "grt_util_all_layers_pct": 11.2,
        "grt_pass1_vias": 1992,
        "overflow": 0,
        "antenna_found_initial": 0,
        "grt_use_met3_pct": 0.368,
        "use_met2_pct": 18.3,
        "top_usage_layer": "met2",
        "grt_pass1_wl_um": 8950,
        "grt_max_degree": 49,
    },
    "synth": {
        "ys.warnings.count": 23,
        "ys.flop_type": "dfrtp_1",
        "ys_chip_area_mm2": 0.00360,
        "synth_cell_types": 55,
        "postSynthAreaPerCell_um2": 10.2,
        "postSynthSeqShare_pct": 44.6,
        "syn_area_mm2": 0.00360,
        "async_flop_share_pct": 65.2,
        "synth_flops": 69,
        "syn_inst": 352,
        "yosys_cells": 352,
        "synth-edff-count": 0,
    },
    "final_layout": {
        "syn_to_final_growth_pct": 6.14,
        "layout-drive-gt1-share_pct": 3.23,
    },
    "clock_network": {
        "numCtsBuffers": 3,
        "clkTransAtPathRegs_ns": 0.07,
        "clockRootBuffer": "clkbuf_8",
        "postCtsSetupRepairBufs": 0,
        "clock_path_buffers": 2,
        "cts_resized": 0,
        "htreeDepth": 1,
        "cts-hold-fix-buffers": 0,
        "cts_tree": "yes",
    },
    "drt": {
        "drc": 0,
        "drt_iter0_drc": 60,
        "ant_nets": 0,
        "n_antenna_cell": 0,
        "viasPerCell": 4.73,
        "vias": 2265,
        "drt_pass1_iterations": 4,
        "wire_per_inst_um": 10.5,
        "wl_um": 5030,
    },
    "run_status": {
        "status": "complete, no violations",
    },
    "flow_run": {
        "maxCapViolCount": 0,
        "tool_warnings": 29,
    },
    "placement": {
        "place_congestion": 0.822,
        "io_buffers": 29,
        "hpwlAfterDp_um": 3840,
        "pre_cts_ws_ns": 0.878,
    },
    "worst_hold_path": {
        "min_path_type": "in -> async",
    },
}
-- through the flow --
step / cell area (um^2) / utilization [%] / instances
2_1_floorplan: 3760 / - / 393
3_3_place_gp: 3780 / 43.4 / 475
3_5_place_dp: 3780 / 43.4 / 475
4_1_cts: 3830 / 43.9 / 479
5_1_grt: 3830 / 43.9 / 479
6_report: 3830 / 43.9 / 479
-- where the power goes --
part           internal (mW)  total (mW)  switching [mW]
clock network          0.123       0.222          0.0992
registers              0.389       0.389        0.000534
logic                0.00719      0.0276          0.0204
-- synth_stat cells (2+ instances only) --
| master | instances | area, um^2 |
|---|---|---|
| o311a_1 | 2 | 20.0 |
| conb_1 | 2 | 7.51 |
| buf_4 | 47 | 353 |
| nor3b_2 | 2 | 25.0 |
| nand4_1 | 2 | 12.5 |
| ha_1 | 22 | 275 |
| o21ai_1 | 2 | 10.0 |
| nand2b_1 | 6 | 37.5 |
| or3_1 | 3 | 18.8 |
| and3_1 | 8 | 50.1 |
| dfxtp_1 | 24 | 480 |
| buf_2 | 5 | 25.0 |
| a211o_1 | 3 | 26.3 |
| nor3_1 | 7 | 35.0 |
| xnor2_1 | 14 | 123 |
| xor2_1 | 8 | 70.1 |
| nor3b_1 | 3 | 22.5 |
| o31a_1 | 2 | 17.5 |
| inv_1 | 14 | 52.6 |
| nand2_1 | 8 | 30.0 |
| nand3_1 | 9 | 45.0 |
| nor2_1 | 15 | 56.3 |
| o31ai_1 | 6 | 45.0 |
| and4_1 | 2 | 17.5 |
| a21oi_1 | 10 | 50.1 |
| a31oi_1 | 3 | 18.8 |
| buf_6 | 2 | 22.5 |
| nor2b_1 | 6 | 37.5 |
| fa_1 | 2 | 40.0 |
| o21ai_0 | 14 | 70.1 |
| o211ai_1 | 2 | 15.0 |
| clkbuf_1 | 2 | 7.51 |
| a21o_1 | 3 | 22.5 |
| o21a_1 | 3 | 22.5 |
| and2_1 | 25 | 156 |
| or2_1 | 2 | 12.5 |
| dfrtp_1 | 44 | 1100 |
-- kinds of logic after synthesis --
family / count (synthesis) / share of synthesized area (%)
XOR/XNOR: 22 / 5.35
flip-flops: 69 / 44.6
buffers and inverters: 71 / 12.9
adder cells (fa/ha/maj): 24 / 8.75
other: 2 / 0.208
AND-OR/OR-AND: 56 / 10.4
AND/OR/NAND/NOR: 108 / 17.8
-- worst min-delay path by stage --
stage          from                      end  slack [ns]
CTS           n_rst  sram_addr[17]$_DFF_PN0_        0.29
finish        n_rst  sram_addr[16]$_DFF_PN0_        0.27
global route  n_rst  sram_addr[16]$_DFF_PN0_        0.33
-- metal layers --
metal	vias to the layer above	wire (um)	share of wire, %
met5	-	0	0
met3	4	232	4.6
met4	0	39	0.78
met2	77	2250	45
met1	1033	2510	50
li1	1151	-	-
-- state kept, by name, indices dropped and copies added, names as in the netlist --
| name | cells |
|---|---|
| VGA_CNT.hsync | 1 |
| VGA_CNT.pixel_x | 10 |
| VGA_CNT.pixel_y | 10 |
| VGA_CNT.video_on | 1 |
| VGA_CNT.vsync | 1 |
| clk_25 | 1 |
| sram_addr | 20 |
| sram_lb_n | 1 |
| vga_blank_n | 1 |
| vga_hs | 1 |
| vga_sync_n | 1 |
| vga_vs | 1 |
| vga_x | 10 |
| vga_y | 10 |
-- cell type report --
cell class	instances	area [um^2]
clock buffer	4	45.0
inverter	14	52.6
fill	786	4890
multi-input combinational	253	1690
timing repair buffer	31	300
tap	108	135
sequential	69	1610
-- cells in the final DEF, fill, tap and decap left out, drive strengths merged, types with 9 or more instances in the layout --
cell type	n
o21ai	16
nand3	9
ha	22
a21oi	10
dfrtp	44
dfxtp	24
nor2	15
and2	25
conb	43
xnor2	14
clkdlybuf4s50	28
inv	14
Power and IR drop assume default switching activity.
